### flow/run.sh
#!/bin/bash
# OpenROAD 26Q1-2900-gdf79404cd8, Yosys 0.63+post, stock flow scripts
make -C /OpenROAD-flow-scripts/flow DESIGN_CONFIG=/design/flow/config.mk WORK_HOME=/design/flow/orfs finish
### flow/config.mk
export PLATFORM = sky130hd
export DESIGN_NAME = PE_32
export DESIGN_NICKNAME = PE_32
export VERILOG_FILES = /design/flow/design.v
export SDC_FILE = /design/flow/constraint.sdc
export NUM_CORES = 4
export LEC_CHECK = 1
export CORE_AREA = 10 10 70 70
export DIE_AREA = 0 0 80 80
### flow/constraint.sdc
current_design PE_32

set clk_period 5.1
set clk_io_pct 0.2

create_clock -name clk0 -period $clk_period

set non_clock_inputs [all_inputs -no_clocks]
set_input_delay [expr $clk_period * $clk_io_pct] -clock clk0 $non_clock_inputs
set_output_delay [expr $clk_period * $clk_io_pct] -clock clk0 [all_outputs]
### flow/design.v
package Instruction_Pkg;
typedef enum logic [5:0] {
R_Type     =6'b00_0000, 
Regimm     =6'b00_0001,
Addi       =6'b00_1000,
Andi       =6'b00_1100,
Beq        =6'b00_0100,
Bgtz       =6'b00_0111,
Blez       =6'b00_0110,
Bne        =6'b00_0101,
J          =6'b00_0010,
Jal        =6'b00_0011,
Ori        =6'b00_1101,
Xori       =6'b00_1110
} opcode_t;
typedef enum logic [5:0] {
Add     =6'b10_0000,
Addu    =6'b10_0001,
And     =6'b10_0100,
Jr      =6'b00_1000,
Jalr    =6'b00_1001,
Nor     =6'b10_0111,
Or      =6'b10_0101,
Sub     =6'b10_0010,
Xor     =6'b10_0110
} funct_t;
typedef enum logic [4:0] {
Bgez   =5'b00001,
Bgezal =5'b10001,
Bltz   =5'b00000,
Bltzal =5'b10000
} Rt_funct_t;
endpackage
package Processor_Pkg;
endpackage
import Processor_Pkg::*;
package System_Pkg;
typedef struct packed{
logic Clk,Rst;
}Global;
typedef struct packed{
logic Flush,Stall;
}Local;
typedef struct packed{
logic [31:0]Address;
logic Req;
}Mem_Req;
typedef struct packed{
logic [31:0]Data;
logic Ready;
}Mem_Respond;
typedef struct packed{
Mem_Respond Inst1,Inst2;
logic [31:0] PC;
}IF_ID_Port;
typedef struct packed{
logic [4:0]Src1,Src2,Rdst;
}Source;
typedef struct packed{
logic[8:0] ALUop;
logic RegW;
Source Pre_Rename;
logic [31:0]Extend_imm;
}Control_Decode;
typedef struct packed{
Control_Decode Inst1;
logic Inst1_en;
Control_Decode Inst2;
logic Inst2_en;
logic [31:0]PC;
}ID_RN_Port;
typedef struct packed{
logic [5:0]Src1,Src2,Phydst;
}Post_Rename;
typedef struct packed{
Control_Decode Inst1_Cont;
logic Inst1_en;
Post_Rename Inst1_Post_Rename;
Control_Decode Inst2_Cont;
logic Inst2_en;
Post_Rename Inst2_Post_Rename;
logic [31:0]PC;
}RN_IB_Port;
typedef struct packed{
logic[5:0] Phydst;
logic Wake;
}Wake_Up_port;
typedef struct packed{
logic [4:0]Rdst;
logic [5:0]Phydst;
logic Commit;
}Commit_Target;
typedef struct packed{
logic [4:0]Rdst;
logic [3:0] Unit;
logic [4:0]OP;
logic [5:0]Src1;
logic [5:0]Src2;
logic [5:0] Phydst;
logic [31:0]PC;
logic [31:0]Imme;
logic Valid;
}Inst_FIFO_Slot;
typedef struct packed{
logic [4:0 ]Rdst;
logic [5:0 ]Phydst;
logic [31:0]PC;
}Reorder_Buffer_Slot;
typedef struct packed{
logic [2:0]Window;
logic Commit;
}Window_Commit;
endpackage
module PE_2_X(
input [1:0]in,
output logic out,
output Valid
);
assign Valid=|in;
always_comb begin
 casex(in)
 2'b1x:out=1'b0;
 2'b01:out=1'd1;
 default:out<=1'b0;
 endcase
end
endmodule
module PE_4_X(
input [3:0]in,
output logic [1:0]out,
output Valid
);
assign Valid=|in;
always_comb begin
 casex(in)
 4'b1xxx:out=2'b0;
 4'b01xx:out=2'd1;
 4'b001x:out=2'd2;
 4'b0001:out=2'd3;
 default:out<=2'b0;
 endcase
end
endmodule
module PE_8_X(
input [7:0]in,
output logic [2:0]out,
output Valid
);
assign Valid=|in;
always_comb begin
 casex(in)
 8'b1xxx_xxxx:out=3'd0;
 8'b01xx_xxxx:out=3'd1;
 8'b001x_xxxx:out=3'd2;
 8'b0001_xxxx:out=3'd3;
 8'bxxxx_1xxx:out=3'd4;
 8'bxxxx_01xx:out=3'd5;
 8'bxxxx_001x:out=3'd6;
 8'bxxxx_0001:out=3'd7;
 default:out<=3'b0;
 endcase
end
endmodule
module PE_16_X(
input [15:0]in,
output logic [3:0]out,
output Valid
);
assign Valid=|in;
always_comb begin
 casex(in)
 16'b1xxx_xxxx_xxxx_xxxx:out=4'd0;
 16'b01xx_xxxx_xxxx_xxxx:out=4'd1;
 16'b001x_xxxx_xxxx_xxxx:out=4'd2;
 16'b0001_xxxx_xxxx_xxxx:out=4'd3;
 16'bxxxx_1xxx_xxxx_xxxx:out=4'd4;
 16'bxxxx_01xx_xxxx_xxxx:out=4'd5;
 16'bxxxx_001x_xxxx_xxxx:out=4'd6;
 16'bxxxx_0001_xxxx_xxxx:out=4'd7;
 16'b0000_1xxx_xxxx_xxxx:out=4'd8;
 16'b0000_01xx_xxxx_xxxx:out=4'd9;
 16'b0000_001x_xxxx_xxxx:out=4'd10;
 16'b0000_0001_xxxx_xxxx:out=4'd11;
 16'b0000_0000_1xxx_xxxx:out=4'd12;
 16'b0000_0000_01xx_xxxx:out=4'd13;
 16'b0000_0000_001x_xxxx:out=4'd14;
 16'b0000_0000_0001_xxxx:out=4'd15;
 default:out<=4'b0;
 endcase
end
endmodule
module PE_32_X (
input [31:0]in,
output reg[4:0]out,
output Valid
);
assign Valid=|in;
always@(*)begin
	casex(in)
	32'b1xxx_xxxx_xxxx_xxxx_xxxx_xxxx_xxxx_xxxx:out={5'd00};
	32'b01xx_xxxx_xxxx_xxxx_xxxx_xxxx_xxxx_xxxx:out={5'd01};
	32'b001x_xxxx_xxxx_xxxx_xxxx_xxxx_xxxx_xxxx:out={5'd02};
	32'b0001_xxxx_xxxx_xxxx_xxxx_xxxx_xxxx_xxxx:out={5'd03};
	32'b0000_1xxx_xxxx_xxxx_xxxx_xxxx_xxxx_xxxx:out={5'd04};
	32'b0000_01xx_xxxx_xxxx_xxxx_xxxx_xxxx_xxxx:out={5'd05};
	32'b0000_001x_xxxx_xxxx_xxxx_xxxx_xxxx_xxxx:out={5'd06};
	32'b0000_0001_xxxx_xxxx_xxxx_xxxx_xxxx_xxxx:out={5'd07};
	32'b0000_0000_1xxx_xxxx_xxxx_xxxx_xxxx_xxxx:out={5'd08};
	32'b0000_0000_01xx_xxxx_xxxx_xxxx_xxxx_xxxx:out={5'd09};
	32'b0000_0000_001x_xxxx_xxxx_xxxx_xxxx_xxxx:out={5'd10};
	32'b0000_0000_0001_xxxx_xxxx_xxxx_xxxx_xxxx:out={5'd11};
	32'b0000_0000_0000_1xxx_xxxx_xxxx_xxxx_xxxx:out={5'd12};
	32'b0000_0000_0000_01xx_xxxx_xxxx_xxxx_xxxx:out={5'd13};
	32'b0000_0000_0000_001x_xxxx_xxxx_xxxx_xxxx:out={5'd14};
	32'b0000_0000_0000_0001_xxxx_xxxx_xxxx_xxxx:out={5'd15};
	32'b0000_0000_0000_0000_1xxx_xxxx_xxxx_xxxx:out={5'd16};
	32'b0000_0000_0000_0000_01xx_xxxx_xxxx_xxxx:out={5'd17};
	32'b0000_0000_0000_0000_001x_xxxx_xxxx_xxxx:out={5'd18};
	32'b0000_0000_0000_0000_0001_xxxx_xxxx_xxxx:out={5'd19};
	32'b0000_0000_0000_0000_0000_1xxx_xxxx_xxxx:out={5'd20};
	32'b0000_0000_0000_0000_0000_01xx_xxxx_xxxx:out={5'd21};
	32'b0000_0000_0000_0000_0000_001x_xxxx_xxxx:out={5'd22};
	32'b0000_0000_0000_0000_0000_0001_xxxx_xxxx:out={5'd23};
	32'b0000_0000_0000_0000_0000_0000_1xxx_xxxx:out={5'd24};
	32'b0000_0000_0000_0000_0000_0000_01xx_xxxx:out={5'd25};
	32'b0000_0000_0000_0000_0000_0000_001x_xxxx:out={5'd26};
	32'b0000_0000_0000_0000_0000_0000_0001_xxxx:out={5'd27};
	32'b0000_0000_0000_0000_0000_0000_0000_1xxx:out={5'd28};
	32'b0000_0000_0000_0000_0000_0000_0000_01xx:out={5'd29};
	32'b0000_0000_0000_0000_0000_0000_0000_001x:out={5'd30};
	32'b0000_0000_0000_0000_0000_0000_0000_0001:out={5'd31};
	default:out={5'd00};
	endcase
end
endmodule
module PE_2(
input [1:0]in,
output logic out,
output Valid
);
assign Valid=|in;
assign out =!in[1];
endmodule
module PE_4(
input [3:0]in,
output logic [1:0]out,
output Valid
);
logic temp[2];
assign Valid=|in;
PE_2 PE0(
.in(in[3:2]),
.out(temp[0]),
.Valid()
);
PE_2 PE1(
.in(in[1:0]),
.out(temp[1]),
.Valid()
);
assign out=|in[3:2]?{1'b0,temp[0]}:{1'b1,temp[1]};
endmodule
module PE_4_MIX(
input [3:0]in,
output logic [1:0]out,
output Valid
);
logic temp[2];
assign Valid=|in;
PE_2 PE0(
.in(in[3:2]),
.out(temp[0]),
.Valid()
);
PE_2 PE1(
.in(in[1:0]),
.out(temp[1]),
.Valid()
);
assign out=|in[3:2]?{1'b0,temp[0]}:{1'b1,temp[1]};
endmodule
module PE_8(
input [7:0]in,
output logic [2:0]out,
output Valid
);
logic [1:0]temp[2];
assign Valid=|in;
PE_4 PE0(
.in(in[7:4]),
.out(temp[0]),
.Valid()
);
PE_4 PE1(
.in(in[3:0]),
.out(temp[1]),
.Valid()
);
assign out=|in[7:4]?{1'b0,temp[0]}:{1'b1,temp[1]};
endmodule
module PE_8_MIX(
input [7:0]in,
output logic [2:0]out,
output Valid
);
logic [1:0]temp[2];
assign Valid=|in;
PE_4_X PE0(
.in(in[7:4]),
.out(temp[0]),
.Valid()
);
PE_4_X PE1(
.in(in[3:0]),
.out(temp[1]),
.Valid()
);
assign out=|in[7:4]?{1'b0,temp[0]}:{1'b1,temp[1]};
endmodule
module PE_16(
input [15:0]in,
output logic [3:0]out,
output Valid
);
logic [2:0]temp[2];
assign Valid=|in;
PE_8 PE0(
.in(in[15:8]),
.out(temp[0]),
.Valid()
);
PE_8 PE1(
.in(in[7:0]),
.out(temp[1]),
.Valid()
);
assign out=|in[15:8]?{1'b0,temp[0]}:{1'b1,temp[1]};
endmodule
module PE_16_MIX(
input [15:0]in,
output logic [3:0]out,
output Valid
);
logic [2:0]temp[2];
assign Valid=|in;
PE_8_X PE0(
.in(in[15:8]),
.out(temp[0]),
.Valid()
);
PE_8_X PE1(
.in(in[7:0]),
.out(temp[1]),
.Valid()
);
assign out=|in[15:8]?{1'b0,temp[0]}:{1'b1,temp[1]};
endmodule
module PE_32(
input [31:0]in,
output logic [4:0]out,
output Valid
);
logic [3:0]temp[2];
assign Valid=|in;
PE_16 PE0(
.in(in[31:16]),
.out(temp[0]),
.Valid()
);
PE_16 PE1(
.in(in[15:0]),
.out(temp[1]),
.Valid()
);
assign out=|in[31:16]?{1'b0,temp[0]}:{1'b1,temp[1]};
endmodule
module PE_32_MIX(
input [31:0]in,
output logic [4:0]out,
output Valid
);
logic [2:0]temp[4];
logic [1:0]select;
assign Valid=|in;
PE_8_X PE_0(
.in(in[31:24]),
.out(temp[0]),
.Valid()
);
PE_8_X PE1(
.in(in[23:16]),
.out(temp[1]),
.Valid()
);
PE_8_X PE2(
.in(in[15:8]),
.out(temp[2]),
.Valid()
);
PE_8_X PE3(
.in(in[7:0]),
.out(temp[3]),
.Valid()
);
PE_4_MIX PE4(
.in({|in[31:24],|in[23:16],|in[15:8],|in[7:0]}),
.out(select),
.Valid()
);
always_comb begin
 case(select)
 2'b00:out={2'b00,temp[0]};
 2'b01:out={2'b01,temp[1]};
 2'b10:out={2'b10,temp[2]};
 2'b11:out={2'b11,temp[3]};
 endcase
end
endmodule
==> impl_metrics.ini <==
; flow metrics
[route]
detailedRoute.firstIterationViolations = 21
routed_wl_microns = 1760
wl_per_cell_microns = 12.5
detail_route.antenna_diodes = 0
route.detailed.drc = 0
route.antenna.remaining_nets = 0
viasPerCell = 3.99
drt-pass1-iter-count = 4
route.vias.total = 563

[final_layout]
flops = 0
area_delta_synth_final_pct = 114
layout-drive-gt1-share_pct = 10.5
area.sequential_sq_um = 0
layoutNonFillerInstCount = 141
n_fill_cell = 392
final_cell_mix = sky130_fd_sc_hd__clkdlybuf4s50_1, sky130_fd_sc_hd__nor2_1, sky130_fd_sc_hd__a21oi_1, sky130_fd_sc_hd__o21ai_0, sky130_fd_sc_hd__inv_1
lay_top_count = sky130_fd_sc_hd__clkdlybuf4s50_1
clock_buffer_count = 0

[logic_synthesis]
ys_cells = 57
synth_area_sq_um = 383
post_synth_inst_count = 57
ys_types = 25
seq_area_frac_synth_pct = 0
synth_warn = 8
synth.avg_cell_area_sq_um = 6.72
yosys.stat.chipArea_sq_um = 383

[final_timing]
setup_viol_count_final = 0
headroom_to_the_max_slew_limit_pct = 76.3
setup_tns_ps = 0
holdWs_ps = 3020
period_used_pct = 83.2
grt_setup_unrepaired = false
achievable-frequency_mhz = 236
finalHoldViolations = 0
final_max_slew_viol_count = 0
period_minus_slack_ps = 4240
timing.final.ws_setup_ps = 857
worst-slew-pin-transition_ps = 346

[grt]
grt_pass1_vias = 611
antenna_found_initial = 0
grt_start_max_net_pins = 6
groute.usage.overall_pct = 5.33
global_route.overflow_total = 0
grt_first_pass_wirelength_microns = 2820

[floorplan]
floorplan.die.width_microns = 80
core_sq_um = 3420
fp_util_pct = 11.2
pin_count = 38
die_height_microns = 80
placement_rows = 21
design.die.area_sq_um = 6400

[pwr]
power_density_nw_per_um2 = 57.4
final_total_pwr_mw = 0.0471
p_sw_mw = 0.0164
max-vdd-ir-drop_uv = 22.1
pwr-share-seq_pct = 0
power.combinational.fraction_pct = 100.0
power.share.switching_pct = 34.8
intPower_mw = 0.0307
total_leakage_power_nw = 0.277
clock_power_share_pct = 0

[critical_path]
cp-end-kind = primary output
cpPeakStageDelay_ps = 570
timing.critical_path.buf_inv = 2
critical_path_cell_count = 6
worst_ep_required_time_ps = 4080
worst_path_dominant_cell_family = simple AND/OR/NAND/NOR gates
critical-path-slowest-cell = sky130_fd_sc_hd__or4_4
setup.worst_path.class = in -> out
critPathLaunch = in[15]
start_kind = primary input
critical_path.max_fanout = 5
cp_cell_sequence = clkdlybuf4s50_1 > or4_4 > nand2b_4 > or3_1 > a211oi_2 > clkdlybuf4s50_1
worst_ep_arrival_time_ps = 3220
critical_path.most_common_cell = sky130_fd_sc_hd__clkdlybuf4s50_1

[job]
cap_viol_max_count = 0
tool_warnings = 32

[placement]
dp_worst_setup_slack_ps = 824
dpl.hpwl_microns = 1640
gp_congestion = 0.728
port-buffer-count = 38
post-place-cells = 141

[min_path]
hold_depth = 3
min-delay-start = in[31]
worst_hold_endpoint = out[1]
worstHoldPathType = in -> out

[clock_network]
ctsHoldBuffers = 0
ctsResizeCount = 0
postCtsSetupBuffers = 0

[status]
status = completed
-- per-stage QoR --
step           cell area, sq um  utilization (%)
2_1_floorplan               383                -
6_report                    821             24.0
3_5_place_dp                821             24.0
3_3_place_gp                821             24.0
5_1_grt                     821             24.0
4_1_cts                     821             24.0
-- synthesized netlist by cell type, drive strengths merged, types with 2 or more instances --
cell | n | area share (%)
nand2b | 2 | 5.2
o21ai | 4 | 5.2
nor2 | 9 | 8.8
inv | 4 | 3.9
nor2b | 2 | 3.3
a31oi | 2 | 3.3
nor3 | 3 | 3.9
nor4 | 4 | 14
or4 | 6 | 15
nand2 | 2 | 2.0
o31ai | 2 | 3.9
a21oi | 7 | 9.1
-- metal layers --
| metal | GRT usage, % | vias up | share of wire [%] |
|---|---|---|---|
| li1 | - | 303 | - |
| met4 | 0 | 0 | 0 |
| met2 | 10.4 | 18 | 53 |
| met3 | 1.25 | 0 | 6.6 |
| met5 | 0 | - | 0 |
| met1 | 6.00 | 242 | 41 |
-- worst min-delay path, delay by kind of cell --
kind                   cells  cell delay (ps)
buffers and inverters      2              910
AOI/OAI and AO/OA          1               70
-- worst max path at each step --
stage | to | slack, ps
final | out[0] | 860
after global routing | out[0] | 750
after CTS | out[0] | 820
-- cell families (layout without fill, tap and decap cells) --
logic type | Yosys count | count (layout) | synth area share [%]
AND-OR/OR-AND | 20 | 20 | 34.3
buffers and inverters | 4 | 42 | 3.92
AND/OR/NAND/NOR | 33 | 33 | 61.8
-- power groups by stage --
stage | Clock (mW) | Combinational [mW] | Sequential (mW)
after global routing | 0 | 0.0516 | 0
after CTS | 0 | 0.0477 | 0
final | 0 | 0.0471 | 0
-- area by class of cell --
| cell class | instances | area (sq um) | area share [%] |
|---|---|---|---|
| timing repair buffer | 38 | 380 | 46.3 |
| inverter | 4 | 15.0 | 1.83 |
| multi-input combinational | 53 | 368 | 44.8 |
| tap | 46 | 57.6 | 7.01 |
No activity file was given, so power comes from the tool's default toggle rates.
