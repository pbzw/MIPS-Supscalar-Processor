<file path="config.mk">
export PLATFORM = sky130hd
export DESIGN_NAME = Adder
export DESIGN_NICKNAME = Adder
export VERILOG_FILES = /design/flow/design.v
export SDC_FILE = /design/flow/constraint.sdc
export NUM_CORES = 4
export LEC_CHECK = 1
export CORE_AREA = 10 10 107 107
export DIE_AREA = 0 0 117 117
</file>
<file path="constraint.sdc">
current_design Adder

set clk_period 14.5
set clk_io_pct 0.2

create_clock -name clk0 -period $clk_period

set non_clock_inputs [all_inputs -no_clocks]
set_input_delay [expr $clk_period * $clk_io_pct] -clock clk0 $non_clock_inputs
set_output_delay [expr $clk_period * $clk_io_pct] -clock clk0 [all_outputs]
</file>
<file path="design.v">
package Instruction_Pkg;
typedef enum logic [5:0] {
R_Type     =6'b00_0000, 
Regimm     =6'b00_0001,
Addi       =6'b00_1000,
Andi       =6'b00_1100,
Beq        =6'b00_0100,
Bgtz       =6'b00_0111,
Blez       =6'b00_0110,
Bne        =6'b00_0101,
J          =6'b00_0010,
Jal        =6'b00_0011,
Ori        =6'b00_1101,
Xori       =6'b00_1110
} opcode_t;
typedef enum logic [5:0] {
Add     =6'b10_0000,
Addu    =6'b10_0001,
And     =6'b10_0100,
Jr      =6'b00_1000,
Jalr    =6'b00_1001,
Nor     =6'b10_0111,
Or      =6'b10_0101,
Sub     =6'b10_0010,
Xor     =6'b10_0110
} funct_t;
typedef enum logic [4:0] {
Bgez   =5'b00001,
Bgezal =5'b10001,
Bltz   =5'b00000,
Bltzal =5'b10000
} Rt_funct_t;
endpackage
package Processor_Pkg;
endpackage
import Processor_Pkg::*;
package System_Pkg;
typedef struct packed{
logic Clk,Rst;
}Global;
typedef struct packed{
logic Flush,Stall;
}Local;
typedef struct packed{
logic [31:0]Address;
logic Req;
}Mem_Req;
typedef struct packed{
logic [31:0]Data;
logic Ready;
}Mem_Respond;
typedef struct packed{
Mem_Respond Inst1,Inst2;
logic [31:0] PC;
}IF_ID_Port;
typedef struct packed{
logic [4:0]Src1,Src2,Rdst;
}Source;
typedef struct packed{
logic[8:0] ALUop;
logic RegW;
Source Pre_Rename;
logic [31:0]Extend_imm;
}Control_Decode;
typedef struct packed{
Control_Decode Inst1;
logic Inst1_en;
Control_Decode Inst2;
logic Inst2_en;
logic [31:0]PC;
}ID_RN_Port;
typedef struct packed{
logic [5:0]Src1,Src2,Phydst;
}Post_Rename;
typedef struct packed{
Control_Decode Inst1_Cont;
logic Inst1_en;
Post_Rename Inst1_Post_Rename;
Control_Decode Inst2_Cont;
logic Inst2_en;
Post_Rename Inst2_Post_Rename;
logic [31:0]PC;
}RN_IB_Port;
typedef struct packed{
logic[5:0] Phydst;
logic Wake;
}Wake_Up_port;
typedef struct packed{
logic [4:0]Rdst;
logic [5:0]Phydst;
logic Commit;
}Commit_Target;
typedef struct packed{
logic [4:0]Rdst;
logic [3:0] Unit;
logic [4:0]OP;
logic [5:0]Src1;
logic [5:0]Src2;
logic [5:0] Phydst;
logic [31:0]PC;
logic [31:0]Imme;
logic Valid;
}Inst_FIFO_Slot;
typedef struct packed{
logic [4:0 ]Rdst;
logic [5:0 ]Phydst;
logic [31:0]PC;
}Reorder_Buffer_Slot;
typedef struct packed{
logic [2:0]Window;
logic Commit;
}Window_Commit;
endpackage
module Adder #(WIDTH=32)(
input  [WIDTH-1:0]A,B,
output logic [WIDTH-1:0]C
);
assign C = (A + B);
endmodule
</file>
<file path="run.sh">
#!/bin/bash
# OpenROAD 26Q1-2900-gdf79404cd8, Yosys 0.63+post, stock flow scripts
make -C /OpenROAD-flow-scripts/flow DESIGN_CONFIG=/design/flow/config.mk WORK_HOME=/design/flow/orfs finish
</file>
==> impl_metrics.env <==
# implementation run metrics
export IMPL_crit_type="input pin to primary output"
export IMPL_min_path_type="input pin to primary output"
export IMPL_grt_pass1_vias=2069
export IMPL_place_gp_congestion=0.828
export IMPL_grt_util_all_layers_pct=8.60
export IMPL_rsz0062_at_grt="no"
export IMPL_top_area_share_pct=22.2
export IMPL_ff_latch_area_um2=0
export IMPL_area_leaders="ha_1 22%, a21oi_1 8.3%, a21o_1 8.2%"
export IMPL_fin_crit_sh_pct=60.6
export IMPL_p_leak_nw=1.18
export IMPL_vdd_drop_max_mv=0.0231
export IMPL_cts_setup_buffers=0
export IMPL_rows=35
export IMPL_syn2layout_area_growth_pct=60.5
export IMPL_wl_per_cell_um=14.4
export IMPL_holdBufCountCts=0
export IMPL_finalSetupViolCount=0
export IMPL_via_per_inst=4.81
export IMPL_dpl_cell_area_um2=2800
export IMPL_numPortBuffers=96
export IMPL_power_mw=0.135
export IMPL_ys_warn_count=0
export IMPL_n_clock_buffer=0
export IMPL_cts_resized=0
export IMPL_drive_above_1_share_pct=3.07
export IMPL_ys_types=50
export IMPL_warnings=32
export IMPL_dr_first_iter_drc_count=78
export IMPL_lay_top_count="clkdlybuf4s50_1"
export IMPL_drt_wl_total_um=6290
export IMPL_vias=2102
export IMPL_startpoint_type="input pin"
export IMPL_grt_max_degree=11
export IMPL_ys_cells=241
export IMPL_relSlewSlack_pct=61.4
export IMPL_max_freq_mhz=114
export IMPL_fp_coreArea_um2=9200
export IMPL_grt_ovfl_total=0
export IMPL_diodes=0
export IMPL_fillerInstances=979
export IMPL_initCoreUtil_pct=19.0
export IMPL_end_kind="primary output"
export IMPL_syn_inst=241
export IMPL_drcViolationCount=0
export IMPL_yosysTopAreaCell="ha_1"
export IMPL_syn_avg_cell_area_um2=7.24
export IMPL_flops=0
export IMPL_antenna_found_initial=0
export IMPL_io_pins=96
export IMPL_timing_final_hold_violations=0
export IMPL_ant_nets=0
export IMPL_arrival_ns=5.89
export IMPL_ys_seq_share_pct=0
export IMPL_max_cap_violations=0
export IMPL_grt_pass1_wl_um=9810
export IMPL_status="completed"
export IMPL_syn_area_um2=1740
export IMPL_die_x_um=117
export IMPL_design_die_area_um2=13700
export IMPL_period_minus_slack_ns=8.79
export IMPL_worst_ep_required_time_ns=11.60
export IMPL_fin_area_um2=2800
export IMPL_drv_slew=0
export IMPL_dp_hpwl_um=5550
export IMPL_cp_max_fo=4
export IMPL_drtPass1Iterations=4
export IMPL_tns_ns=0
export IMPL_layout_top_cells="96 x clkdlybuf4s50_1, 31 x ha_1, 29 x a21oi_1, 19 x a21o_1, 18 x nand2_1"
export IMPL_p_per_area_nw_per_um2=48.2
export IMPL_yosys_area_um2=1740
export IMPL_tightest_slew_ns=0.564
export IMPL_die_height_um=117
## power by group
part / total, mW / internal [mW] / switching [mW]
clock: 0 / 0 / 0
sequential: 0 / 0 / 0
combinational: 0.135 / 0.0804 / 0.0547
total: 0.135 / 0.0804 / 0.0547
## stage by stage
stage / worst slack (ns) / utilization [%] / cells / hold WS, ns
6_report: 5.71 / 30.4 / 437 / 6.83
5_1_grt: 5.51 / 30.4 / 437 / 6.87
4_1_cts: 5.69 / 30.4 / 437 / 6.84
3_5_place_dp: 5.70 / 30.4 / 437 / 6.84
3_3_place_gp: 5.72 / 30.4 / 437 / 6.83
2_1_floorplan: 6.87 / - / 241 / 5.87
## critical path, stage by stage
cell	delay, ns
clkdlybuf4s50_1	0.41
ha_1	0.24
fa_1	0.40
a21o_1	0.22
a31o_2	0.28
nand3_1	0.09
o221ai_1	0.23
a311oi_1	0.37
o21bai_1	0.12
xor2_1	0.13
clkdlybuf4s50_1	0.50
## cell usage after synthesis, types with 3 or more instances
cell	number
a21o_1	19
a31oi_1	3
a211oi_1	3
nor3_1	4
xor2_1	15
clkbuf_1	8
nand3_1	10
a21oi_1	29
o21bai_1	4
or2_2	3
nand2_1	18
nor2_1	12
inv_1	6
o21ai_0	13
o211ai_1	3
xnor2_1	13
nand4_1	8
ha_1	31
## worst paths after layout
kind                 to  from  cells past startpoint
setup / recovery  C[26]  A[0]                     11
hold / removal     C[0]  B[0]                      3
## cell type report
type,count,area [um2],share of cell area (%)
inverters,6,22.5,0.804
multi-input cells,224,1680,59.9
well taps,111,139,4.96
repair buffers,96,961,34.3
## layer usage
layer  wire, um  share of wire, %  track usage [%]  vias up
met1       2770                44             10.8      948
met5          0                 0                0        -
met4          0                 0                0        0
met3        700                11             3.20        0
li1           -                 -                -     1094
met2       2820                45             14.7       60
## cells by family (layout without fill, tap and decap cells)
logic type	Yosys count	in the layout	share of synthesized area, %
xor+xnor	28	28	14.1
buf+inv	17	102	3.80
simple gates	65	65	18.3
fa+ha+maj	32	32	23.4
compound gates	97	97	39.3
mux	2	2	1.15
Power figures rest on the tool's default switching activity, not on a simulated workload.
