===== flow/config.mk =====
export PLATFORM = sky130hd
export DESIGN_NAME = Physical_Register_Free_List
export DESIGN_NICKNAME = Physical_Register_Free_List
export VERILOG_FILES = /design/flow/design.v
export SDC_FILE = /design/flow/constraint.sdc
export NUM_CORES = 4
export LEC_CHECK = 1
export CORE_AREA = 10 10 74 74
export DIE_AREA = 0 0 84 84

===== flow/constraint.sdc =====
current_design Physical_Register_Free_List

set clk_period 2.7
set clk_io_pct 0.2

create_clock -name clk0 -period $clk_period

set non_clock_inputs [all_inputs -no_clocks]
set_input_delay [expr $clk_period * $clk_io_pct] -clock clk0 $non_clock_inputs
set_output_delay [expr $clk_period * $clk_io_pct] -clock clk0 [all_outputs]

===== flow/design.v =====
package Instruction_Pkg;
typedef enum logic [5:0] {
R_Type     =6'b00_0000, 
Regimm     =6'b00_0001,
Addi       =6'b00_1000,
Andi       =6'b00_1100,
Beq        =6'b00_0100,
Bgtz       =6'b00_0111,
Blez       =6'b00_0110,
Bne        =6'b00_0101,
J          =6'b00_0010,
Jal        =6'b00_0011,
Ori        =6'b00_1101,
Xori       =6'b00_1110
} opcode_t;
typedef enum logic [5:0] {
Add     =6'b10_0000,
Addu    =6'b10_0001,
And     =6'b10_0100,
Jr      =6'b00_1000,
Jalr    =6'b00_1001,
Nor     =6'b10_0111,
Or      =6'b10_0101,
Sub     =6'b10_0010,
Xor     =6'b10_0110
} funct_t;
typedef enum logic [4:0] {
Bgez   =5'b00001,
Bgezal =5'b10001,
Bltz   =5'b00000,
Bltzal =5'b10000
} Rt_funct_t;
endpackage
package Processor_Pkg;
endpackage
import Processor_Pkg::*;
package System_Pkg;
typedef struct packed{
logic Clk,Rst;
}Global;
typedef struct packed{
logic Flush,Stall;
}Local;
typedef struct packed{
logic [31:0]Address;
logic Req;
}Mem_Req;
typedef struct packed{
logic [31:0]Data;
logic Ready;
}Mem_Respond;
typedef struct packed{
Mem_Respond Inst1,Inst2;
logic [31:0] PC;
}IF_ID_Port;
typedef struct packed{
logic [4:0]Src1,Src2,Rdst;
}Source;
typedef struct packed{
logic[8:0] ALUop;
logic RegW;
Source Pre_Rename;
logic [31:0]Extend_imm;
}Control_Decode;
typedef struct packed{
Control_Decode Inst1;
logic Inst1_en;
Control_Decode Inst2;
logic Inst2_en;
logic [31:0]PC;
}ID_RN_Port;
typedef struct packed{
logic [5:0]Src1,Src2,Phydst;
}Post_Rename;
typedef struct packed{
Control_Decode Inst1_Cont;
logic Inst1_en;
Post_Rename Inst1_Post_Rename;
Control_Decode Inst2_Cont;
logic Inst2_en;
Post_Rename Inst2_Post_Rename;
logic [31:0]PC;
}RN_IB_Port;
typedef struct packed{
logic[5:0] Phydst;
logic Wake;
}Wake_Up_port;
typedef struct packed{
logic [4:0]Rdst;
logic [5:0]Phydst;
logic Commit;
}Commit_Target;
typedef struct packed{
logic [4:0]Rdst;
logic [3:0] Unit;
logic [4:0]OP;
logic [5:0]Src1;
logic [5:0]Src2;
logic [5:0] Phydst;
logic [31:0]PC;
logic [31:0]Imme;
logic Valid;
}Inst_FIFO_Slot;
typedef struct packed{
logic [4:0 ]Rdst;
logic [5:0 ]Phydst;
logic [31:0]PC;
}Reorder_Buffer_Slot;
typedef struct packed{
logic [2:0]Window;
logic Commit;
}Window_Commit;
endpackage
module PE_2_X(
input [1:0]in,
output logic out,
output Valid
);
assign Valid=|in;
always_comb begin
 casex(in)
 2'b1x:out=1'b0;
 2'b01:out=1'd1;
 default:out<=1'b0;
 endcase
end
endmodule
module PE_4_X(
input [3:0]in,
output logic [1:0]out,
output Valid
);
assign Valid=|in;
always_comb begin
 casex(in)
 4'b1xxx:out=2'b0;
 4'b01xx:out=2'd1;
 4'b001x:out=2'd2;
 4'b0001:out=2'd3;
 default:out<=2'b0;
 endcase
end
endmodule
module PE_8_X(
input [7:0]in,
output logic [2:0]out,
output Valid
);
assign Valid=|in;
always_comb begin
 casex(in)
 8'b1xxx_xxxx:out=3'd0;
 8'b01xx_xxxx:out=3'd1;
 8'b001x_xxxx:out=3'd2;
 8'b0001_xxxx:out=3'd3;
 8'bxxxx_1xxx:out=3'd4;
 8'bxxxx_01xx:out=3'd5;
 8'bxxxx_001x:out=3'd6;
 8'bxxxx_0001:out=3'd7;
 default:out<=3'b0;
 endcase
end
endmodule
module PE_16_X(
input [15:0]in,
output logic [3:0]out,
output Valid
);
assign Valid=|in;
always_comb begin
 casex(in)
 16'b1xxx_xxxx_xxxx_xxxx:out=4'd0;
 16'b01xx_xxxx_xxxx_xxxx:out=4'd1;
 16'b001x_xxxx_xxxx_xxxx:out=4'd2;
 16'b0001_xxxx_xxxx_xxxx:out=4'd3;
 16'bxxxx_1xxx_xxxx_xxxx:out=4'd4;
 16'bxxxx_01xx_xxxx_xxxx:out=4'd5;
 16'bxxxx_001x_xxxx_xxxx:out=4'd6;
 16'bxxxx_0001_xxxx_xxxx:out=4'd7;
 16'b0000_1xxx_xxxx_xxxx:out=4'd8;
 16'b0000_01xx_xxxx_xxxx:out=4'd9;
 16'b0000_001x_xxxx_xxxx:out=4'd10;
 16'b0000_0001_xxxx_xxxx:out=4'd11;
 16'b0000_0000_1xxx_xxxx:out=4'd12;
 16'b0000_0000_01xx_xxxx:out=4'd13;
 16'b0000_0000_001x_xxxx:out=4'd14;
 16'b0000_0000_0001_xxxx:out=4'd15;
 default:out<=4'b0;
 endcase
end
endmodule
module PE_32_X (
input [31:0]in,
output reg[4:0]out,
output Valid
);
assign Valid=|in;
always@(*)begin
	casex(in)
	32'b1xxx_xxxx_xxxx_xxxx_xxxx_xxxx_xxxx_xxxx:out={5'd00};
	32'b01xx_xxxx_xxxx_xxxx_xxxx_xxxx_xxxx_xxxx:out={5'd01};
	32'b001x_xxxx_xxxx_xxxx_xxxx_xxxx_xxxx_xxxx:out={5'd02};
	32'b0001_xxxx_xxxx_xxxx_xxxx_xxxx_xxxx_xxxx:out={5'd03};
	32'b0000_1xxx_xxxx_xxxx_xxxx_xxxx_xxxx_xxxx:out={5'd04};
	32'b0000_01xx_xxxx_xxxx_xxxx_xxxx_xxxx_xxxx:out={5'd05};
	32'b0000_001x_xxxx_xxxx_xxxx_xxxx_xxxx_xxxx:out={5'd06};
	32'b0000_0001_xxxx_xxxx_xxxx_xxxx_xxxx_xxxx:out={5'd07};
	32'b0000_0000_1xxx_xxxx_xxxx_xxxx_xxxx_xxxx:out={5'd08};
	32'b0000_0000_01xx_xxxx_xxxx_xxxx_xxxx_xxxx:out={5'd09};
	32'b0000_0000_001x_xxxx_xxxx_xxxx_xxxx_xxxx:out={5'd10};
	32'b0000_0000_0001_xxxx_xxxx_xxxx_xxxx_xxxx:out={5'd11};
	32'b0000_0000_0000_1xxx_xxxx_xxxx_xxxx_xxxx:out={5'd12};
	32'b0000_0000_0000_01xx_xxxx_xxxx_xxxx_xxxx:out={5'd13};
	32'b0000_0000_0000_001x_xxxx_xxxx_xxxx_xxxx:out={5'd14};
	32'b0000_0000_0000_0001_xxxx_xxxx_xxxx_xxxx:out={5'd15};
	32'b0000_0000_0000_0000_1xxx_xxxx_xxxx_xxxx:out={5'd16};
	32'b0000_0000_0000_0000_01xx_xxxx_xxxx_xxxx:out={5'd17};
	32'b0000_0000_0000_0000_001x_xxxx_xxxx_xxxx:out={5'd18};
	32'b0000_0000_0000_0000_0001_xxxx_xxxx_xxxx:out={5'd19};
	32'b0000_0000_0000_0000_0000_1xxx_xxxx_xxxx:out={5'd20};
	32'b0000_0000_0000_0000_0000_01xx_xxxx_xxxx:out={5'd21};
	32'b0000_0000_0000_0000_0000_001x_xxxx_xxxx:out={5'd22};
	32'b0000_0000_0000_0000_0000_0001_xxxx_xxxx:out={5'd23};
	32'b0000_0000_0000_0000_0000_0000_1xxx_xxxx:out={5'd24};
	32'b0000_0000_0000_0000_0000_0000_01xx_xxxx:out={5'd25};
	32'b0000_0000_0000_0000_0000_0000_001x_xxxx:out={5'd26};
	32'b0000_0000_0000_0000_0000_0000_0001_xxxx:out={5'd27};
	32'b0000_0000_0000_0000_0000_0000_0000_1xxx:out={5'd28};
	32'b0000_0000_0000_0000_0000_0000_0000_01xx:out={5'd29};
	32'b0000_0000_0000_0000_0000_0000_0000_001x:out={5'd30};
	32'b0000_0000_0000_0000_0000_0000_0000_0001:out={5'd31};
	default:out={5'd00};
	endcase
end
endmodule
module PE_2(
input [1:0]in,
output logic out,
output Valid
);
assign Valid=|in;
assign out =!in[1];
endmodule
module PE_4(
input [3:0]in,
output logic [1:0]out,
output Valid
);
logic temp[2];
assign Valid=|in;
PE_2 PE0(
.in(in[3:2]),
.out(temp[0]),
.Valid()
);
PE_2 PE1(
.in(in[1:0]),
.out(temp[1]),
.Valid()
);
assign out=|in[3:2]?{1'b0,temp[0]}:{1'b1,temp[1]};
endmodule
module PE_4_MIX(
input [3:0]in,
output logic [1:0]out,
output Valid
);
logic temp[2];
assign Valid=|in;
PE_2 PE0(
.in(in[3:2]),
.out(temp[0]),
.Valid()
);
PE_2 PE1(
.in(in[1:0]),
.out(temp[1]),
.Valid()
);
assign out=|in[3:2]?{1'b0,temp[0]}:{1'b1,temp[1]};
endmodule
module PE_8(
input [7:0]in,
output logic [2:0]out,
output Valid
);
logic [1:0]temp[2];
assign Valid=|in;
PE_4 PE0(
.in(in[7:4]),
.out(temp[0]),
.Valid()
);
PE_4 PE1(
.in(in[3:0]),
.out(temp[1]),
.Valid()
);
assign out=|in[7:4]?{1'b0,temp[0]}:{1'b1,temp[1]};
endmodule
module PE_8_MIX(
input [7:0]in,
output logic [2:0]out,
output Valid
);
logic [1:0]temp[2];
assign Valid=|in;
PE_4_X PE0(
.in(in[7:4]),
.out(temp[0]),
.Valid()
);
PE_4_X PE1(
.in(in[3:0]),
.out(temp[1]),
.Valid()
);
assign out=|in[7:4]?{1'b0,temp[0]}:{1'b1,temp[1]};
endmodule
module PE_16(
input [15:0]in,
output logic [3:0]out,
output Valid
);
logic [2:0]temp[2];
assign Valid=|in;
PE_8 PE0(
.in(in[15:8]),
.out(temp[0]),
.Valid()
);
PE_8 PE1(
.in(in[7:0]),
.out(temp[1]),
.Valid()
);
assign out=|in[15:8]?{1'b0,temp[0]}:{1'b1,temp[1]};
endmodule
module PE_16_MIX(
input [15:0]in,
output logic [3:0]out,
output Valid
);
logic [2:0]temp[2];
assign Valid=|in;
PE_8_X PE0(
.in(in[15:8]),
.out(temp[0]),
.Valid()
);
PE_8_X PE1(
.in(in[7:0]),
.out(temp[1]),
.Valid()
);
assign out=|in[15:8]?{1'b0,temp[0]}:{1'b1,temp[1]};
endmodule
module PE_32(
input [31:0]in,
output logic [4:0]out,
output Valid
);
logic [3:0]temp[2];
assign Valid=|in;
PE_16 PE0(
.in(in[31:16]),
.out(temp[0]),
.Valid()
);
PE_16 PE1(
.in(in[15:0]),
.out(temp[1]),
.Valid()
);
assign out=|in[31:16]?{1'b0,temp[0]}:{1'b1,temp[1]};
endmodule
module PE_32_MIX(
input [31:0]in,
output logic [4:0]out,
output Valid
);
logic [2:0]temp[4];
logic [1:0]select;
assign Valid=|in;
PE_8_X PE_0(
.in(in[31:24]),
.out(temp[0]),
.Valid()
);
PE_8_X PE1(
.in(in[23:16]),
.out(temp[1]),
.Valid()
);
PE_8_X PE2(
.in(in[15:8]),
.out(temp[2]),
.Valid()
);
PE_8_X PE3(
.in(in[7:0]),
.out(temp[3]),
.Valid()
);
PE_4_MIX PE4(
.in({|in[31:24],|in[23:16],|in[15:8],|in[7:0]}),
.out(select),
.Valid()
);
always_comb begin
 case(select)
 2'b00:out={2'b00,temp[0]};
 2'b01:out={2'b01,temp[1]};
 2'b10:out={2'b10,temp[2]};
 2'b11:out={2'b11,temp[3]};
 endcase
end
endmodule
module Physical_Register_Free_List (
input [0:63]in, 
input Take1,Take2,
output [5:0]Take_Phy1,Take_Phy2,
output Stall
);
logic [4:0]LPE_out[2];
logic [0:31]List[2];
wire List1OK=|List[0];
wire List2OK=|List[1];
assign Stall=!(List1OK&List2OK);
assign List[0]={1'b0,in[02],in[04],in[06],in[08],
            in[10],in[12],in[14],in[16],in[18],
				in[20],in[22],in[24],in[26],in[28],
				in[30],in[32],in[34],in[36],in[38],
				in[40],in[42],in[44],in[46],in[48],
				in[50],in[52],in[54],in[56],in[58],
				in[60],in[62]};
assign List[1]={
				in[01],in[03],in[05],in[07],in[09],
            in[11],in[13],in[15],in[17],in[19],
				in[21],in[23],in[25],in[27],in[29],
				in[31],in[33],in[35],in[37],in[39],
				in[41],in[43],in[45],in[47],in[49],
				in[51],in[53],in[55],in[57],in[59],
				in[61],in[63]};
assign Take_Phy1=Take1?{LPE_out[0],1'b0}:6'd0;
assign Take_Phy2=Take2?{LPE_out[1],1'b1}:6'd0;
PE_32_MIX List1_LPE(
.in(List[0]),
.out(LPE_out[0])
);
PE_32_MIX List2_LPE(
.in(List[1]),
.out(LPE_out[1])
);
endmodule

===== flow/run.sh =====
#!/bin/bash
# OpenROAD 26Q1-2900-gdf79404cd8, Yosys 0.63+post, stock flow scripts
make -C /OpenROAD-flow-scripts/flow DESIGN_CONFIG=/design/flow/config.mk WORK_HOME=/design/flow/orfs finish

==> summary.txt <==
I/O pins: 79
Vias in the first global route: 1,489
Min-delay worst type: in2out
Power share of the combinational group: 100.0%
Seq pwr share: 0%
# diodes: 0
Startpoint Class: primary input
Final worst-path cycle share: 97.0%
Syn Std Cell Area: 798 sq um
# setup viols final: 0
Synth cell types: 29
CP max stage cell: a2111oi_4
First-pass GRT wire length: 6680 microns
Yosys cell count: 137
HP Start: in[3]
Num rows: 23
Most area-hungry cell type in the Yosys netlist: nor4_2
P_int: 0.131 mW
Worst vdd ir: 0.0000516 V
TNS Setup: 0 ns
Hold_buf cts: 0
Height of the die: 84 microns
Initial Utilization: 20.1%
Chip width: 84 microns
Register area share after synthesis: 0%
Crit path launch: in[15]
Total core area: 3970 sq um
Chip footprint: 7060 sq um
Leakage: 1.11 nW
Antenna violation net count after detailed routing: 0
Final wirelength: 4220 microns
Fin util: 55.0%
Area growth from synthesis to layout: 174%
Setup WS pre-CTS: -0.510 ns
Share of the synthesized area in the top cell type: 14.1%
Net Sw Power: 0.0896 mW
Crit end category: output pin
HPWL Detailed: 3550 microns
Non-Filler Instances: 320
Clock network fraction of design power: 0%
RSZ-0062 raised after global routing: yes
Total global-route track usage: 11.0%
Post-Syn Instances: 137
Fin crit period: 2.62 ns
Crit path arrival time: 2.08 ns
GRT Residual Overflow: 0
Tool warnings: 35
Worst path cell trace: dlygate4sd2_1 > nor4_4 > nand2_2 > nor2_4 > buf_4 > a211oi_2 > a2111oi_4 > buf_2
Crit path DRT: 2.16 ns
Dpl cells: 309
Switch share: 40.5%
Placer Congestion: 0.853
Status: finished, final reports clean
Router iterations before antenna repair: 4
Post-route DRC: 0
Mean routed wirelength per cell: 13.2 microns
Ratio of cells with drive above 1 in the final layout: 35.9%
Critical Setup Path Class: in2out
Final-layout clock buffer total: 0
Max-Cap Viols: 0
FMAX: 382 MHz
Max incr delay on CP: 0.35 ns
Largest net degree at the start of global routing: 5
YS chip area: 798 sq um
Synth warnings: 9
Syn Area/Cell: 5.83 sq um
Antenna violations before repair: 0
Pwr dens: 101 nW/um^2
Vias per cell: 4.54
Post-route setup slack: 0.0821 ns
FILL cells: 371
Flop Count: 0
Via count: 1,452
DR iter-0 viols: 29
Port-buffer cells: 77
Slew Limit Fails: 0
CP Max Fanout: 3
Top area cell types: nor4_2 (14%), nor2_1 (13%), a21oi_1 (13%)
Final hold violations: 0
Final hold slack: 1.47 ns
FF/Latch Area: 0 sq um
## cell type report
type | instances | area, sq um | share of cell area (%)
Timing Repair Buffer | 135 | 1190 | 54.5
Tap cell | 50 | 62.6 | 2.86
Multi-Input combinational cell | 121 | 880 | 40.3
Inverter | 14 | 52.6 | 2.41
## cells by family (layout without fill, tap and decap cells)
kind of cell    after synthesis  count (layout)  share of synthesized area [%]
simple gates                 70              70                           53.9
other cells                   1               1                          0.470
compound gates               50              50                           37.1
buf+inv                      16             149                           8.46
## power by group through the flow
stage     logic [mW]  clock network [mW]  registers [mW]
6_report       0.221                   0               0
4_1_cts        0.217                   0               0
5_1_grt        0.241                   0               0
## synthesized netlist by cell type (3+ instances only)
master,instances
nor2b_1,4
nand2_1,10
a21oi_1,20
o31ai_1,3
a211oi_1,5
o21ai_1,4
nor4_2,9
nand3_1,4
nor3_1,5
nor2_1,27
o21ai_0,11
inv_1,14
## stage by stage
| step | instance area [sq um] | power, mW |
|---|---|---|
| after floorplan | 798 | 0.0432 |
| after global placement | 1970 | 0.219 |
| after detailed placement | 1970 | 0.219 |
| after CTS | 2050 | 0.217 |
| after global routing | 2180 | 0.241 |
| final | 2180 | 0.221 |
## per-layer routing
| layer | part of all wire [%] | vias to the layer above | global-route usage [%] |
|---|---|---|---|
| met5 | 0 | - | 0 |
| li1 | - | 768 | - |
| met3 | 8.8 | 0 | 3.44 |
| met1 | 51 | 619 | 15.4 |
| met4 | 0 | 0 | 0 |
| met2 | 41 | 65 | 16.9 |
## worst paths after layout
path | to | slack [ns] | cells past startpoint
setup / recovery | Take_Phy2[2] | 0.08 | 8
hold / removal | Take_Phy2[2] | 1.47 | 3
## critical path, delay by kind of cell
family / cells / cell delay (ns)
simple gates: 3 / 0.57
compound gates: 2 / 0.42
buf+inv: 3 / 0.54
## timing repair
item                       4_1_cts  5_1_grt
pin swaps                       28       26
gates resized                   62       42
setup buffers                    7        4
setup endpoints to repair       11        9
## placed cells by master, fill, tap and decap left out, drive strengths merged
cell type,instances
buf,62
nor2,28
dlygate4sd2,24
dlymetal6s2s,22
clkdlybuf4s50,20
a21oi,20
o21ai,15
inv,14
nand2,12
nor4,10
clkbuf,5
nor3,5
a211oi,5
nor2b,4
nand3,4
o31ai,3
nand4,2
nand2b,2
a2111oi,2
clkdlybuf4s15,2
a32oi,1
nand4b,1
nor4b,1
a311oi,1
o21bai,1
o22ai,1
and2,1
a31oi,1
conb,1
Power and IR drop assume default switching activity.
